**./config.mk**
```make
export PLATFORM = sky130hd
export DESIGN_NAME = adder_64bit
export DESIGN_NICKNAME = adder_64bit
export VERILOG_FILES = /design/flow/design.v
export SDC_FILE = /design/flow/constraint.sdc
export NUM_CORES = 4
export LEC_CHECK = 1
export CORE_AREA = 10 10 113 113
export DIE_AREA = 0 0 123 123
```
**./run.sh**
```bash
#!/bin/bash
# OpenROAD 26Q1-2900-gdf79404cd8, Yosys 0.63+post, stock flow scripts
make -C /OpenROAD-flow-scripts/flow DESIGN_CONFIG=/design/flow/config.mk WORK_HOME=/design/flow/orfs finish
```
**./constraint.sdc**
```tcl
current_design adder_64bit

set clk_period 50.0
set clk_io_pct 0.2

create_clock -name clk0 -period $clk_period

set non_clock_inputs [all_inputs -no_clocks]
set_input_delay [expr $clk_period * $clk_io_pct] -clock clk0 $non_clock_inputs
set_output_delay [expr $clk_period * $clk_io_pct] -clock clk0 [all_outputs]
```
**./design.v**
```verilog
module adder_16bit (
    input  logic [15:0] inA,       
    input  logic [15:0] inB,       
    input  logic        inCarry,   
    output logic [15:0] outSum,    
    output logic        outCarry   
);
    logic carry_lower;
    adder_8bit u_lower8 (
        .inA(inA[7:0]),
        .inB(inB[7:0]),
        .inCarry(inCarry),
        .outSum(outSum[7:0]),
        .outCarry(carry_lower)
    );
    adder_8bit u_upper8 (
        .inA(inA[15:8]),
        .inB(inB[15:8]),
        .inCarry(carry_lower),
        .outSum(outSum[15:8]),
        .outCarry(outCarry)
    );
endmodule
module adder_32bit (
    input  logic [31:0] inA,       
    input  logic [31:0] inB,       
    input  logic        inCarry,   
    output logic [31:0] outSum,    
    output logic        outCarry   
);
    logic carry_lower;
    adder_16bit u_lower16 (
        .inA(inA[15:0]),
        .inB(inB[15:0]),
        .inCarry(inCarry),
        .outSum(outSum[15:0]),
        .outCarry(carry_lower)
    );
    adder_16bit u_upper16 (
        .inA(inA[31:16]),
        .inB(inB[31:16]),
        .inCarry(carry_lower),
        .outSum(outSum[31:16]),
        .outCarry(outCarry)
    );
endmodule
module adder_4bit (
    input  logic [3:0] inA,       
    input  logic [3:0] inB,       
    input  logic       inCarry,   
    output logic [3:0] outSum,    
    output logic       outCarry   
);
    logic carry0, carry1, carry2;
    full_adder u_fa0 (
        .inA(inA[0]),
        .inB(inB[0]),
        .inCarry(inCarry),
        .outSum(outSum[0]),
        .outCarry(carry0)
    );
    full_adder u_fa1 (
        .inA(inA[1]),
        .inB(inB[1]),
        .inCarry(carry0),
        .outSum(outSum[1]),
        .outCarry(carry1)
    );
    full_adder u_fa2 (
        .inA(inA[2]),
        .inB(inB[2]),
        .inCarry(carry1),
        .outSum(outSum[2]),
        .outCarry(carry2)
    );
    full_adder u_fa3 (
        .inA(inA[3]),
        .inB(inB[3]),
        .inCarry(carry2),
        .outSum(outSum[3]),
        .outCarry(outCarry)
    );
endmodule
module adder_64bit (
    input  logic [63:0] inA,       
    input  logic [63:0] inB,       
    input  logic        inCarry,   
    output logic [63:0] outSum,    
    output logic        outCarry   
);
    logic carry_lower;
    adder_32bit u_lower32 (
        .inA(inA[31:0]),
        .inB(inB[31:0]),
        .inCarry(inCarry),
        .outSum(outSum[31:0]),
        .outCarry(carry_lower)
    );
    adder_32bit u_upper32 (
        .inA(inA[63:32]),
        .inB(inB[63:32]),
        .inCarry(carry_lower),
        .outSum(outSum[63:32]),
        .outCarry(outCarry)
    );
endmodule
module adder_8bit (
    input  logic [7:0] inA,
    input  logic [7:0] inB,
    input  logic       inCarry,
    output logic [7:0] outSum,
    output logic       outCarry
);
    logic carry_lower;
    adder_4bit u_lower4 (
        .inA(inA[3:0]),
        .inB(inB[3:0]),
        .inCarry(inCarry),
        .outSum(outSum[3:0]),
        .outCarry(carry_lower)
    );
    adder_4bit u_upper4 (
        .inA(inA[7:4]),
        .inB(inB[7:4]),
        .inCarry(carry_lower),
        .outSum(outSum[7:4]),
        .outCarry(outCarry)
    );
endmodule
module and_gate (
    input  logic inA,
    input  logic inB,
    output logic outY
);
    logic nand_out;
    nand_gate u_nand1 (
        .inA(inA),
        .inB(inB),
        .outY(nand_out)
    );
    not_gate u_not (
        .inA(nand_out),
        .outY(outY)
    );
endmodule
module full_adder (
    input  logic inA,
    input  logic inB,
    input  logic inCarry,
    output logic outSum,
    output logic outCarry
);
    logic sum_half1, carry_half1, carry_half2;
    half_adder u_half1 (
        .inA(inA),
        .inB(inB),
        .outSum(sum_half1),
        .outCarry(carry_half1)
    );
    half_adder u_half2 (
        .inA(sum_half1),
        .inB(inCarry),
        .outSum(outSum),
        .outCarry(carry_half2)
    );
    or_gate u_or_carry (
        .inA(carry_half1),
        .inB(carry_half2),
        .outY(outCarry)
    );
endmodule
module half_adder (
    input  logic inA,
    input  logic inB,
    output logic outSum,
    output logic outCarry
);
    xor_gate u_xor (
        .inA(inA),
        .inB(inB),
        .outY(outSum)
    );
    and_gate u_and (
        .inA(inA),
        .inB(inB),
        .outY(outCarry)
    );
endmodule
module nand_gate (
    input  logic inA,
    input  logic inB,
    output logic outY
);
    assign outY = ~(inA & inB);
endmodule
module not_gate (
    input  logic inA,
    output logic outY
);
    nand_gate u_nand (
        .inA(inA),
        .inB(inA),
        .outY(outY)
    );
endmodule
module or_gate (
    input  logic inA,
    input  logic inB,
    output logic outY
);
    logic notA, notB;
    not_gate u_notA (.inA(inA), .outY(notA));
    not_gate u_notB (.inA(inB), .outY(notB));
    nand_gate u_nand (
        .inA(notA),
        .inB(notB),
        .outY(outY)
    );
endmodule
module xor_gate (
    input  logic inA,
    input  logic inB,
    output logic outY
);
    logic nand1_out, nand2_out, nand3_out, nand4_out;
    nand_gate u_nand1 (.inA(inA), .inB(inB), .outY(nand1_out));
    nand_gate u_nand2 (.inA(inA), .inB(nand1_out), .outY(nand2_out));
    nand_gate u_nand3 (.inA(inB), .inB(nand1_out), .outY(nand3_out));
    nand_gate u_nand4 (.inA(nand2_out), .inB(nand3_out), .outY(outY));
endmodule
```
==> results.cfg <==
; physical design summary
[die]
coreArea_um2 = 10300
rows = 37
initCoreUtil_pct = 17.4
dieArea_um2 = 15100
die_w_um = 123
io_pins = 194
die_h_um = 123

[drt]
via_count = 1407
dr.pass1.iters = 4
drtAntennaViolNets = 0
n_antenna_cell = 0
wirelength_mm = 6.86
first_iter_violations = 7
via_per_inst = 3.48
wire_per_inst_um = 17.0
drc = 0

[yosys]
synthTopCellsByArea = fa_1 71%, buf_4 27%, inv_1 2.1%
synth_warnings = 0
synthCells = 138
yosys_area_um2 = 1800
ys_cells = 138
top_area_share_pct = 71.2
synth_area_per_cell_um2 = 13.0
synth_area_leader_cell = fa_1
ys_seq_share_pct = 0
synth_area_um2 = 1800
synth_cell_type_count = 3

[final_timing]
tns_ns = 0
finalCritPeriodShare_pct = 92.1
period_needed_ns = 46.04
rsz0062_at_grt = no
fmax_ghz = 0.0217
max_slew_margin_pct = 91.8
finalSetupViolCount = 0
drv_slew = 0
finalHoldViolations = 0
max_slew.worst_pin.slew_ns = 0.123

[min_path]
hold_path.class = primary input to output port

[power]
ir_drop_v = 0.00000577
powerDensity_nw_per_um2 = 12.4
p_leak_uw = 0.00128

[grt]
track_usage_pct = 8.73
grt_pass1_vias = 1782
grt_overflow = 0
use_met3_pct = 7.12
antenna_found_initial = 0
grt_max_degree = 2
grtUsageMet2_pct = 12.3
grt_pass1_wl_mm = 10.1
gr-max-usage-layer = met2
met1_usage_pct = 11.0

[placed_design]
placed_cells = 404
gp_congestion = 0.884
io_buffer_count = 194
place_hpwl_mm = 6.70

[clocking]
post_cts_resized = 0
postCtsSetupBuffers = 0
cts_hold_repair.buffers = 0

[finish]
area_growth_pct = 90.7
regArea_um2 = 0
layout-drive-gt1-share_pct = 0
fillCellCount = 1037
finalCoreUtilization_pct = 33.2
flop-count = 0
nClkBuffers = 0
comb_area_um2 = 1280
fin_cells = 404

[critical_path]
start_kind = primary input
crit_path_max_incr_delay_ns = 0.46
cp_max_fo = 1
cp_data_arrival_time_ns = 36.04
setup.worst_path.class = primary input to output port
cp.required_ns = 40.00
slowest_stage = clkdlybuf4s50_1
endpoint_kind = output port
crit_top_cell = fa_1

[job]
maxCapViolCount = 0
warnings = 32

[outcome]
status = complete, no violations
-- power by group --
group | switching (µW) | internal, µW | total [µW]
registers | 0 | 0 | 0
logic | 11.0 | 31.6 | 42.7
clock network | 0 | 0 | 0
total | 11.0 | 31.6 | 42.7
-- kinds of logic after synthesis --
group / after synthesis / share of synthesized area [%]
buffers and inverters: 74 / 28.8
adder cells (fa/ha/maj): 64 / 71.2
-- layer usage --
layer / up-vias / share of wire [%]
met5: - / 0
met2: 169 / 38
met3: 0 / 25
li1: 600 / -
met1: 638 / 38
met4: 0 / 0
-- metrics by stage --
stage	setup WS (ns)	area, µm²	total power (µW)	hold slack, ns
finish	3.96	3430	42.7	21.04
detailed placement	3.89	3430	44.1	21.05
floorplan	5.64	1800	20.8	20.22
CTS	3.82	3430	44.3	21.05
global route	2.94	3430	48.3	21.08
global placement	3.98	3430	44.0	21.05
-- worst max-delay path, delay by kind of cell --
family                     cells  cell delay [ns]
buffers and inverters          6             1.12
adders and majority gates     64            24.91
-- synth_stat cells (all sizes together) --
library cell	number
fa	64
buf	64
inv	10
-- layout by cell type (no fill, tap or decap), drive strengths merged --
master	count
clkdlybuf4s50	194
inv	10
fa	64
-- worst paths after layout --
check / from / endpoint / slack (ns) / cells past startpoint
setup / recovery: inA[0] / outSum[63] / 3.96 / 70
hold / removal: inCarry / outSum[0] / 21.04 / 5
-- area by class of cell --
cell class         instances  area share (%)
inverters                 10            1.09
multi-input cells         64            37.3
well taps                136            4.96
repair buffers           194            56.6
Power and IR drop assume default switching activity.
