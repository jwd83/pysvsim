## /design/flow/config.mk

```make
export PLATFORM = sky130hd
export DESIGN_NAME = regfile_8x8
export DESIGN_NICKNAME = regfile_8x8
export VERILOG_FILES = /design/flow/design.v
export SDC_FILE = /design/flow/constraint.sdc
export NUM_CORES = 4
export LEC_CHECK = 1
export CORE_UTILIZATION = 50
```

## /design/flow/constraint.sdc

```tcl
current_design regfile_8x8

set clk_period 2.9
set clk_io_pct 0.2

create_clock -name clk0 -period $clk_period [get_ports {clk}]

set non_clock_inputs [all_inputs -no_clocks]
set_input_delay [expr $clk_period * $clk_io_pct] -clock clk0 $non_clock_inputs
set_output_delay [expr $clk_period * $clk_io_pct] -clock clk0 [all_outputs]
```

## /design/flow/run.sh

```bash
#!/bin/bash
# OpenROAD 26Q1-2900-gdf79404cd8, Yosys 0.63+post, stock flow scripts
make -C /OpenROAD-flow-scripts/flow DESIGN_CONFIG=/design/flow/config.mk WORK_HOME=/design/flow/orfs finish
```

## /design/flow/design.v

```verilog
module and_gate (
    input  logic inA,
    input  logic inB,
    output logic outY
);
    logic nand_out;
    nand_gate u_nand1 (
        .inA(inA),
        .inB(inB),
        .outY(nand_out)
    );
    not_gate u_not (
        .inA(nand_out),
        .outY(outY)
    );
endmodule
module decoder_3to8 (
    input  logic [2:0] addr,
    output logic [7:0] out
);
    logic n_addr0, n_addr1, n_addr2;
    not_gate u_inv0 (.inA(addr[0]), .outY(n_addr0));
    not_gate u_inv1 (.inA(addr[1]), .outY(n_addr1));
    not_gate u_inv2 (.inA(addr[2]), .outY(n_addr2));
    logic pair_00, pair_01, pair_10, pair_11;
    and_gate u_pair0 (.inA(n_addr1), .inB(n_addr0), .outY(pair_00));   
    and_gate u_pair1 (.inA(n_addr1), .inB(addr[0]), .outY(pair_01));   
    and_gate u_pair2 (.inA(addr[1]), .inB(n_addr0), .outY(pair_10));   
    and_gate u_pair3 (.inA(addr[1]), .inB(addr[0]), .outY(pair_11));   
    and_gate u_out0 (.inA(n_addr2), .inB(pair_00), .outY(out[0]));   
    and_gate u_out1 (.inA(n_addr2), .inB(pair_01), .outY(out[1]));   
    and_gate u_out2 (.inA(n_addr2), .inB(pair_10), .outY(out[2]));   
    and_gate u_out3 (.inA(n_addr2), .inB(pair_11), .outY(out[3]));   
    and_gate u_out4 (.inA(addr[2]), .inB(pair_00), .outY(out[4]));   
    and_gate u_out5 (.inA(addr[2]), .inB(pair_01), .outY(out[5]));   
    and_gate u_out6 (.inA(addr[2]), .inB(pair_10), .outY(out[6]));   
    and_gate u_out7 (.inA(addr[2]), .inB(pair_11), .outY(out[7]));   
endmodule
module mux_2to1_1bit (
    input  logic in0,    
    input  logic in1,    
    input  logic sel,    
    output logic out     
);
    logic sel_n;         
    logic and0, and1;    
    not_gate u_not_sel (.inA(sel), .outY(sel_n));
    and_gate u_and0 (.inA(sel_n), .inB(in0), .outY(and0));
    and_gate u_and1 (.inA(sel), .inB(in1), .outY(and1));
    or_gate u_or (.inA(and0), .inB(and1), .outY(out));
endmodule
module mux_2to1_8bit (
    input  logic [7:0] in0,    
    input  logic [7:0] in1,    
    input  logic       sel,    
    output logic [7:0] out     
);
    mux_2to1_1bit u_mux0 (.in0(in0[0]), .in1(in1[0]), .sel(sel), .out(out[0]));
    mux_2to1_1bit u_mux1 (.in0(in0[1]), .in1(in1[1]), .sel(sel), .out(out[1]));
    mux_2to1_1bit u_mux2 (.in0(in0[2]), .in1(in1[2]), .sel(sel), .out(out[2]));
    mux_2to1_1bit u_mux3 (.in0(in0[3]), .in1(in1[3]), .sel(sel), .out(out[3]));
    mux_2to1_1bit u_mux4 (.in0(in0[4]), .in1(in1[4]), .sel(sel), .out(out[4]));
    mux_2to1_1bit u_mux5 (.in0(in0[5]), .in1(in1[5]), .sel(sel), .out(out[5]));
    mux_2to1_1bit u_mux6 (.in0(in0[6]), .in1(in1[6]), .sel(sel), .out(out[6]));
    mux_2to1_1bit u_mux7 (.in0(in0[7]), .in1(in1[7]), .sel(sel), .out(out[7]));
endmodule
module mux_4to1_8bit (
    input  logic [7:0] in0,
    input  logic [7:0] in1,
    input  logic [7:0] in2,
    input  logic [7:0] in3,
    input  logic [1:0] sel,
    output logic [7:0] out
);
    logic [7:0] mux_lo, mux_hi;
    mux_2to1_8bit u_mux_lo (.in0(in0), .in1(in1), .sel(sel[0]), .out(mux_lo));
    mux_2to1_8bit u_mux_hi (.in0(in2), .in1(in3), .sel(sel[0]), .out(mux_hi));
    mux_2to1_8bit u_mux_out (.in0(mux_lo), .in1(mux_hi), .sel(sel[1]), .out(out));
endmodule
module mux_8to1_8bit (
    input  logic [7:0] in0,
    input  logic [7:0] in1,
    input  logic [7:0] in2,
    input  logic [7:0] in3,
    input  logic [7:0] in4,
    input  logic [7:0] in5,
    input  logic [7:0] in6,
    input  logic [7:0] in7,
    input  logic [2:0] sel,
    output logic [7:0] out
);
    logic [7:0] mux_lo, mux_hi;
    mux_4to1_8bit u_mux_lo (
        .in0(in0), .in1(in1), .in2(in2), .in3(in3),
        .sel(sel[1:0]), .out(mux_lo)
    );
    mux_4to1_8bit u_mux_hi (
        .in0(in4), .in1(in5), .in2(in6), .in3(in7),
        .sel(sel[1:0]), .out(mux_hi)
    );
    mux_2to1_8bit u_mux_out (.in0(mux_lo), .in1(mux_hi), .sel(sel[2]), .out(out));
endmodule
module nand_gate (
    input  logic inA,
    input  logic inB,
    output logic outY
);
    assign outY = ~(inA & inB);
endmodule
module not_gate (
    input  logic inA,
    output logic outY
);
    nand_gate u_nand (
        .inA(inA),
        .inB(inA),
        .outY(outY)
    );
endmodule
module or_gate (
    input  logic inA,
    input  logic inB,
    output logic outY
);
    logic notA, notB;
    not_gate u_notA (.inA(inA), .outY(notA));
    not_gate u_notB (.inA(inB), .outY(notB));
    nand_gate u_nand (
        .inA(notA),
        .inB(notB),
        .outY(outY)
    );
endmodule
module regfile_8x8 (
    input  logic       clk,
    input  logic       write_en,
    input  logic [2:0] write_addr,
    input  logic [7:0] write_data,
    input  logic [2:0] read_addr1,
    input  logic [2:0] read_addr2,
    output logic [7:0] read_data1,
    output logic [7:0] read_data2
);
    logic [7:0] dec_out;
    decoder_3to8 u_dec (.addr(write_addr), .out(dec_out));
    logic wen0, wen1, wen2, wen3, wen4, wen5, wen6, wen7;
    and_gate u_wen0 (.inA(write_en), .inB(dec_out[0]), .outY(wen0));
    and_gate u_wen1 (.inA(write_en), .inB(dec_out[1]), .outY(wen1));
    and_gate u_wen2 (.inA(write_en), .inB(dec_out[2]), .outY(wen2));
    and_gate u_wen3 (.inA(write_en), .inB(dec_out[3]), .outY(wen3));
    and_gate u_wen4 (.inA(write_en), .inB(dec_out[4]), .outY(wen4));
    and_gate u_wen5 (.inA(write_en), .inB(dec_out[5]), .outY(wen5));
    and_gate u_wen6 (.inA(write_en), .inB(dec_out[6]), .outY(wen6));
    and_gate u_wen7 (.inA(write_en), .inB(dec_out[7]), .outY(wen7));
    logic [7:0] r0, r1, r2, r3, r4, r5, r6, r7;
    register_8bit u_reg0 (.clk(clk), .enable(wen0), .data(write_data), .q(r0));
    register_8bit u_reg1 (.clk(clk), .enable(wen1), .data(write_data), .q(r1));
    register_8bit u_reg2 (.clk(clk), .enable(wen2), .data(write_data), .q(r2));
    register_8bit u_reg3 (.clk(clk), .enable(wen3), .data(write_data), .q(r3));
    register_8bit u_reg4 (.clk(clk), .enable(wen4), .data(write_data), .q(r4));
    register_8bit u_reg5 (.clk(clk), .enable(wen5), .data(write_data), .q(r5));
    register_8bit u_reg6 (.clk(clk), .enable(wen6), .data(write_data), .q(r6));
    register_8bit u_reg7 (.clk(clk), .enable(wen7), .data(write_data), .q(r7));
    mux_8to1_8bit u_rmux1 (
        .in0(r0), .in1(r1), .in2(r2), .in3(r3),
        .in4(r4), .in5(r5), .in6(r6), .in7(r7),
        .sel(read_addr1), .out(read_data1)
    );
    mux_8to1_8bit u_rmux2 (
        .in0(r0), .in1(r1), .in2(r2), .in3(r3),
        .in4(r4), .in5(r5), .in6(r6), .in7(r7),
        .sel(read_addr2), .out(read_data2)
    );
endmodule
module register_8bit (
    input clk,
    input enable,
    input [7:0] data,
    output [7:0] q
);
    always_ff @(posedge clk) begin
        if (enable) begin
            q <= data;
        end
    end
endmodule
```

==> run summary <==
fresh numbers from the pnr run: grt total ovfl=0, first-pass GRT wire length=8360 µm, Required @ worst endpoint=2.32 ns, Data arrival, critical path=2.26 ns, number of design rule violations left after detail routing=0, flops & latches, synth=64, Core Rows=28, cell total in the yosys stat output=151, cts hold-fix bufs=0, Ys Warns=2, fraction of the mapped netlist area in compound gates=0, static leakage power=1.30 nW, relative contribution of sequential cells to total power=0.575, top cell type by total area after synthesis=edfxtp_1, final count of pins violating max slew=0, number of sinks on the clock net=64, tightest slew margin relative to the limit=0.670, chip area=6730 µm², weighted congestion at the end of routability-driven global placement=0.813, ratio of routed vias to standard cells=5.85, vias in the first global route=1646, Placed Instances=251, comb area leader=multiplexers, Final Power=1.85 mW, Cell Area, Synth=3200 µm², timing-limited maximum frequency=0.352 GHz, Clk Tree Root Cell=clkbuf_8, count of tool warnings=26, initial detailed-routing violation count=63, number of buffers inserted during clock tree synthesis=9, net switching fraction of the power=0.194, setup repair after global routing missed its margin=yes, setup TNS=0 ns, DRT Wirelength=5680 µm, Max-area cell share=0.600, Finish-stage setup viols=0, TritonCTS clock tree=built, minimum clock period after layout=2.84 ns, slew at the pin closest to its max-slew limit=0.493 ns, Layout Area Growth over Synthesis=17.1%, result of the run=completed, design internal power=1.49 mW, count of port buffers added during placement=34, yosys-reported design area after synthesis=3200 µm², GRT Overall Usage=0.199, Max Fanout on Critical Path=8, Yosys cell types=14, clock-pin transition on the worst setup and hold timing paths=0.06 ns, worst IR drop on VDD=0.318 mV, hold violation total from the final report=0, estimated wirelength of the detail-placed design=3870 µm, number of diodes=0, post-synthesis sequential area ratio=0.600, Critical Path Source Type=input pin, post-layout instance count excluding filler cells=265, Max Cap Viol=0, adder share=0, DIE WIDTH=82.0 µm, share of cells above drive strength 1=0.263, 1st-pass router iterations=4, fp util=0.528, Placeable Area=6060 µm², number of nets with antenna violations after routing=0, routed vias=1550, switching power=0.358 mW, portion of total power attributed to the clock network=0.302, worst min path class=in2reg, initial antenna violation count=0, number of top-level pins=35, type of the setup path with the least slack=in2out, fraction of synthesized area in multiplexers=0.317, post-detailed-route wirelength per cell=21.4 µm, Max Buffers Root-to-Sink=2, synthesized-area fraction occupied by xor and xnor cells=0, Basic Gates by Area=0.0184, portion of the clock cycle consumed by the worst path in the final layout=0.980, die extent in y=82.0 µm, synthesized netlist cell count=151, post-layout utilization of the core=0.618, power density of the placed cells=493 nW/µm², maximum number of pins on one net before global-route repair=10, Cell area leaders=edfxtp_1 60%, mux4_1 25%, mux2_2 5.6%, maximum level of the CTS H-tree=3, average instance area after synthesis=21.2 µm², Worst Setup End Kind=output pin, logic gate share of total power=0.123
-- layout make-up --
cell class / count / area, µm²
flip-flops and latches: 64 / 1920
well taps: 75 / 93.8
fillers: 425 / 2310
multi-input cells: 61 / 1060
repair buffers: 52 / 532
clock inverters: 3 / 12.5
clock buffers: 10 / 128
-- placed cells by master (no fill, tap or decap), drive strengths merged, types with 2 or more instances in the layout --
cell,netlist,layout
edfxtp,64,64
clkdlybuf4s50,0,32
mux4,32,32
buf,24,18
mux2,16,16
clkbuf,2,10
nor2,6,6
nand2b,3,3
clkinv,0,3
nand2,2,2
nor3,2,2
-- power by group through the flow --
stage     clock (mW)  combinational (mW)  sequential (mW)
4_1_cts        0.575               0.230             1.06
5_1_grt        0.611               0.246             1.06
6_report       0.558               0.227             1.06
-- synthesized netlist by cell type --
cell type and number:
nand2b_1 3, buf_2 2, mux4_1 30, edfxtp_1 64, mux2_2 16, buf_1 2, nor3_1 2, nor2_1 6
buf_12 2, nand2_1 2, clkbuf_1 2, mux4_2 2, buf_6 2, buf_4 16
-- metal layers --
layer,share of wire,global-route usage,vias up
li1,-,-,712
met1,0.38,0.254,771
met2,0.53,0.335,60
met3,0.081,0.0970,7
met4,0.012,0.0281,0
met5,0,0,-
-- critical path: stages --
cell and delay [ns]:
clkdlybuf4s50_1 0.52, buf_4 0.19, mux4_1 0.29, mux2_2 0.29, clkdlybuf4s50_1 0.40
-- worst paths after layout --
kind           from             to  slack (ns)  depth (start not counted)
max   read_addr1[2]  read_data1[4]        0.06                          5
min   write_data[1]    u_reg3.q[1]        0.99                          1
-- registers in the layout (all words and copies together) (netlist names) --
signal and flops:
u_reg4.q 8, u_reg3.q 8, u_reg5.q 8, u_reg1.q 8, u_reg0.q 8, u_reg6.q 8, u_reg7.q 8, u_reg2.q 8
-- stage by stage --
step	hold WS (ns)	cell area, µm²	setup WS, ns
final	0.991	3750	0.0579
after global routing	1.00	3750	-0.000254
after CTS	0.967	3760	0.00141
after detailed placement	1.32	3580	-0.235
after global placement	1.28	3580	-0.190
after floorplan	0.679	3200	0.596
-- cell families (layout without fill, tap and decap cells) --
family                 after synthesis  in the layout
AND/OR/NAND/NOR                     13             13
multiplexers                        48             48
buffers and inverters               26             65
flip-flops                          64             64
-- timing repair --
action,in CTS,in global routing
gates resized,7,4
setup endpoints to repair,16,8
gates cloned,1,0
setup buffers,0,0
Power is estimated from default activity; no workload was simulated.
